File: flow/config.mk
export PLATFORM = sky130hd
export DESIGN_NAME = mux13x1
export DESIGN_NICKNAME = mux13x1
export VERILOG_FILES = /design/flow/design.v
export SDC_FILE = /design/flow/constraint.sdc
export NUM_CORES = 4
export LEC_CHECK = 1
export CORE_AREA = 10 10 87 87
export DIE_AREA = 0 0 97 97
File: flow/constraint.sdc
current_design mux13x1

set clk_period 4.3
set clk_io_pct 0.2

create_clock -name clk0 -period $clk_period

set non_clock_inputs [all_inputs -no_clocks]
set_input_delay [expr $clk_period * $clk_io_pct] -clock clk0 $non_clock_inputs
set_output_delay [expr $clk_period * $clk_io_pct] -clock clk0 [all_outputs]
File: flow/design.v
module mux13x1 (
    input [7:0] D0,
    input [7:0] D1,
    input [7:0] D2,
    input [7:0] D3,
    input [7:0] D4,
    input [7:0] D5,
    input [7:0] D6,
    input [7:0] D7,
    input [7:0] D8,
    input [7:0] D9,
    input [7:0] D10,
    input [7:0] D11,
    input [7:0] D12,
    input [3:0] SEL,
    output reg [7:0] OUT
);
always @(*) begin
    case (SEL)
        4'b0000:    OUT = D0;
        4'b0001:    OUT = D1;
        4'b0010:    OUT = D2;
        4'b0011:    OUT = D3;
        4'b0100:    OUT = D4;
        4'b0101:    OUT = D5;
        4'b0110:    OUT = D6;
        4'b0111:    OUT = D7;
        4'b1000:    OUT = D8;
        4'b1001:    OUT = D9;
        4'b1010:    OUT = D10;
        4'b1011:    OUT = D11;
        4'b1100:    OUT = D12;
        default: OUT = 8'b0;  
    endcase
end
endmodule
File: flow/run.sh
#!/bin/bash
# OpenROAD 26Q1-2900-gdf79404cd8, Yosys 0.63+post, stock flow scripts
make -C /OpenROAD-flow-scripts/flow DESIGN_CONFIG=/design/flow/config.mk WORK_HOME=/design/flow/orfs finish
==> impl_metrics.py <==
# Flow results
metrics = {
    "detailed_routing": {
        "num_antenna_cells": 0,
        "firstDrtPassIters": 4,
        "vias": 1478,
        "ant_nets": 0,
        "post_drt_wl_per_cell_um": 16.9,
        "route.detailed.drc": 0,
        "drt-vias-per-instance": 4.59,
        "routed_wl_mm": 5.45,
        "drt_iter0_markers": 98,
    },
    "die": {
        "dieArea_sq_um": 9410,
        "num_rows": 27,
        "core_region_area_sq_um": 5640,
        "fp.dieW_um": 97,
        "boundaryPins": 116,
        "fp_util_pct": 18.5,
        "die_h_um": 97,
    },
    "pwr": {
        "power_frac_clock_pct": 0,
        "netSwitchingFraction_pct": 29.8,
        "combinationalPowerShare_pct": 100.0,
        "internal_power_mw": 0.149,
        "netSwitchingPower_mw": 0.0634,
        "power.total_mw": 0.213,
        "leakagePower_nw": 0.889,
        "vdd_drop_max_mv": 0.0434,
        "seqPwrFrac_pct": 0,
        "powerDensity_nw_per_um2": 92.6,
    },
    "final_timing": {
        "fin_ws_ns": 0.496,
        "layout_min_cycle_time_ns": 3.80,
        "tightest_slew_ns": 0.299,
        "period_used_pct": 88.5,
        "slew_violations": 0,
        "finalSetupViolCount": 0,
        "hold_viol": 0,
        "fin_tns_setup_ns": 0,
        "relSlewSlack_pct": 80.1,
        "rsz0062_at_grt": "no",
        "fmax_mhz": 263,
    },
    "worst_setup_path": {
        "critPathCaptureType": "primary output",
        "critPathBufInv": 3,
        "critPathMaxStageDelay_ns": 0.48,
        "critPathMostFrequentCell": "clkdlybuf4s50_1",
        "critPathRequiredTime_ns": 3.44,
        "path_cells": "clkdlybuf4s50_1 > buf_4 > mux2i_1 > o2bb2ai_1 > and3b_1 > or4_1 > clkdlybuf4s50_1",
        "start_kind": "input pin",
        "cpLargestDelayFamily": "buffers and inverters",
        "crit_slowest_cell": "clkdlybuf4s50_1",
        "worst-path-stages": 7,
        "criticalPathCategory": "input pin to primary output",
        "worst_ep_arrival_time_ns": 2.94,
        "cp_max_fo": 21,
    },
    "synthesis": {
        "syn-instance-count": 139,
        "top_area_cell": "mux2i_1",
        "yosysUniqueCellTypes": 40,
        "ys_cells": 139,
        "top_cell": "mux2i_1",
        "synth_warnings": 1,
        "topCellsByArea": "mux2i_1, mux2_2, mux4_2",
        "ys_seq_share_pct": 0,
        "synth.cell_area_sq_um": 1040,
        "avgSynthCellArea_sq_um": 7.51,
        "common_cells": "mux2i_1, nand2_1, nor2_1",
        "top_area_share_pct": 17.3,
        "ys_area_sq_um": 1040,
    },
    "cells_and_area": {
        "drive_gt1_share_pct": 9.20,
        "ff_latch_area_sq_um": 0,
        "ff_count": 0,
        "syn_to_final_growth_pct": 120,
        "final_cells": 322,
        "clock_buffers": 0,
    },
    "grt": {
        "grt_usage_pct": 10.9,
        "grt_start_max_net_pins": 25,
        "grt_pass1_wl_mm": 8.73,
        "grt_pass1_vias": 1613,
        "overflow": 0,
        "antenna_found_initial": 0,
    },
    "worst_hold_path": {
        "holdPathStages": 5,
        "hold_path_class": "input pin to primary output",
    },
    "place": {
        "dp_slack_ns": 0.459,
        "dp.cells": 322,
        "gp_congestion": 0.799,
        "portBuffers": 116,
        "dp.final_hpwl_mm": 4.79,
    },
    "clocking": {
        "cts_resized": 0,
        "post_cts_buffers": 0,
        "holdBufCountCts": 0,
    },
    "flow_run": {
        "drv_cap": 0,
        "warnings": 32,
    },
    "run_status": {
        "outcome": "complete, no violations",
    },
}
## metrics by stage
step | area (sq um) | utilization (%) | hold slack [ns]
floorplan | 1040 | - | 1.87
global placement | 2290 | 40.7 | 2.64
detailed placement | 2290 | 40.7 | 2.64
CTS | 2290 | 40.7 | 2.63
global route | 2290 | 40.7 | 2.69
finish | 2290 | 40.7 | 2.62
## per-layer routing
layer | vias up | global-route usage (%) | wire length [um]
li1 | 767 | - | -
met1 | 646 | 13.0 | 2240
met2 | 65 | 19.0 | 2670
met3 | 0 | 4.30 | 536
met4 | 0 | 0 | 0
met5 | - | 0 | 0
## placed cells by master (no fill, tap or decap), types with 2 or more instances in the layout
cell type | Yosys | final
nor2b_1 | 5 | 5
o21ai_0 | 8 | 8
clkdlybuf4s50_1 | 0 | 115
a31oi_1 | 2 | 2
o22ai_1 | 2 | 2
nand4_1 | 2 | 2
mux4_2 | 4 | 4
o211ai_1 | 3 | 3
mux2i_1 | 18 | 18
buf_4 | 3 | 8
o32ai_1 | 2 | 2
nand4b_1 | 2 | 2
a211o_1 | 2 | 2
mux2_2 | 8 | 8
nand2_1 | 10 | 10
nand3b_1 | 2 | 2
and3_1 | 2 | 2
nand2b_1 | 5 | 5
inv_1 | 3 | 3
and3b_1 | 2 | 2
a21oi_1 | 6 | 6
nor2_1 | 10 | 10
a211oi_1 | 2 | 2
a22oi_1 | 7 | 7
nor3_1 | 4 | 4
mux4_1 | 2 | 2
## power by group through the flow
stage	registers (mW)	logic, mW	clock network, mW
final	0	0.213	0
after global routing	0	0.231	0
after CTS	0	0.216	0
## logic make-up after synthesis
family / Yosys count / share of synthesized area (%)
AOI/OAI and AO/OA: 41 / 26.9
buffers and inverters: 17 / 8.27
muxes: 32 / 39.6
and+or+nand+nor: 49 / 25.3
## final cells by class
| class | count | area (sq um) |
|---|---|---|
| Multi-Input combinational cell | 122 | 957 |
| Inverter | 3 | 11.3 |
| Tap cell | 72 | 90.1 |
| Fill cell | 591 | 3350 |
| Timing Repair Buffer | 125 | 1240 |
## path summary, 6_finish.rpt
path  startpoint     end  slack (ns)
max       SEL[2]  OUT[1]        0.50
min       SEL[0]  OUT[4]        2.62
No activity file was given, so power comes from the tool's default toggle rates.
