## ./design.v

```verilog
module mux69x1 (
    input [7:0] start_byte,      
    input [7:0] D0,              
    input [7:0] D1,              
    input [7:0] D2,              
    input [511:0] map_data,      
    input [7:0] end_byte,        
    input [6:0] SEL,             
    output reg [7:0] OUT
);
always @(*) begin
    case (SEL)
        7'd0:  OUT = start_byte;
        7'd1:  OUT = D0;
        7'd2:  OUT = D1;
        7'd3:  OUT = D2;
        7'd4:  OUT = map_data[7:0];
        7'd5:  OUT = map_data[15:8];
        7'd6:  OUT = map_data[23:16];
        7'd7:  OUT = map_data[31:24];
        7'd8:  OUT = map_data[39:32];
        7'd9:  OUT = map_data[47:40];
        7'd10: OUT = map_data[55:48];
        7'd11: OUT = map_data[63:56];
        7'd12: OUT = map_data[71:64];
        7'd13: OUT = map_data[79:72];
        7'd14: OUT = map_data[87:80];
        7'd15: OUT = map_data[95:88];
        7'd16: OUT = map_data[103:96];
        7'd17: OUT = map_data[111:104];
        7'd18: OUT = map_data[119:112];
        7'd19: OUT = map_data[127:120];
        7'd20: OUT = map_data[135:128];
        7'd21: OUT = map_data[143:136];
        7'd22: OUT = map_data[151:144];
        7'd23: OUT = map_data[159:152];
        7'd24: OUT = map_data[167:160];
        7'd25: OUT = map_data[175:168];
        7'd26: OUT = map_data[183:176];
        7'd27: OUT = map_data[191:184];
        7'd28: OUT = map_data[199:192];
        7'd29: OUT = map_data[207:200];
        7'd30: OUT = map_data[215:208];
        7'd31: OUT = map_data[223:216];
        7'd32: OUT = map_data[231:224];
        7'd33: OUT = map_data[239:232];
        7'd34: OUT = map_data[247:240];
        7'd35: OUT = map_data[255:248];
        7'd36: OUT = map_data[263:256];
        7'd37: OUT = map_data[271:264];
        7'd38: OUT = map_data[279:272];
        7'd39: OUT = map_data[287:280];
        7'd40: OUT = map_data[295:288];
        7'd41: OUT = map_data[303:296];
        7'd42: OUT = map_data[311:304];
        7'd43: OUT = map_data[319:312];
        7'd44: OUT = map_data[327:320];
        7'd45: OUT = map_data[335:328];
        7'd46: OUT = map_data[343:336];
        7'd47: OUT = map_data[351:344];
        7'd48: OUT = map_data[359:352];
        7'd49: OUT = map_data[367:360];
        7'd50: OUT = map_data[375:368];
        7'd51: OUT = map_data[383:376];
        7'd52: OUT = map_data[391:384];
        7'd53: OUT = map_data[399:392];
        7'd54: OUT = map_data[407:400];
        7'd55: OUT = map_data[415:408];
        7'd56: OUT = map_data[423:416];
        7'd57: OUT = map_data[431:424];
        7'd58: OUT = map_data[439:432];
        7'd59: OUT = map_data[447:440];
        7'd60: OUT = map_data[455:448];
        7'd61: OUT = map_data[463:456];
        7'd62: OUT = map_data[471:464];
        7'd63: OUT = map_data[479:472];
        7'd64: OUT = map_data[487:480];
        7'd65: OUT = map_data[495:488];
        7'd66: OUT = map_data[503:496];
        7'd67: OUT = map_data[511:504];
        7'd68: OUT = end_byte;
        default: OUT = 8'h00;
    endcase
end
endmodule
```

## ./run.sh

```bash
#!/bin/bash
# OpenROAD 26Q1-2900-gdf79404cd8, Yosys 0.63+post, stock flow scripts
make -C /OpenROAD-flow-scripts/flow DESIGN_CONFIG=/design/flow/config.mk WORK_HOME=/design/flow/orfs finish
```

## ./config.mk

```make
export PLATFORM = sky130hd
export DESIGN_NAME = mux69x1
export DESIGN_NICKNAME = mux69x1
export VERILOG_FILES = /design/flow/design.v
export SDC_FILE = /design/flow/constraint.sdc
export NUM_CORES = 4
export LEC_CHECK = 1
export CORE_AREA = 10 10 223 223
export DIE_AREA = 0 0 233 233
```

## ./constraint.sdc

```tcl
current_design mux69x1

set clk_period 7.5
set clk_io_pct 0.2

create_clock -name clk0 -period $clk_period

set non_clock_inputs [all_inputs -no_clocks]
set_input_delay [expr $clk_period * $clk_io_pct] -clock clk0 $non_clock_inputs
set_output_delay [expr $clk_period * $clk_io_pct] -clock clk0 [all_outputs]
```

==> run notes <==
Results of an implementation run.

The final layout contains a sequential cell count of 0. The pin count of the biggest net entering global routing is 33. The residual DRC count is 0. For this run the aggregate overflow at the end of global routing stands at 0. The achievable frequency is 149 MHz. The cell count after synthesis is 631.

The die is 233 um wide. Wires add up to 64600 um. The first-pass GRT wire length is 84500 um. In this run the top signal layer used is met5. The mapped netlist covers 4250 um2. The minimum clock period is 6700 ps. For this block, the via count after detailed routing is 8788. For reference, the placement row count at floorplan is 77. The report lists the power per cell area as 50.8 nW/um2. According to the I/O placement log, the pin count is 567.

In the synthesized netlist, the cells that appear most often are a22oi_1, nand3_1, buf_2, clkbuf_1, a22o_1. The average wire length per cell after detail routing is 36.8 um. The number of OpenROAD warnings is 32. The detailed router reports a met3 wire length of 5460 um. The number of failing setup endpoints in the final timing report is 0. Setup total negative slack on the finished layout was measured at 0 ps. After synthesis, the design contains 631 cells according to Yosys.

After filler insertion, the fill cell instance count of the layout stands at 4909. The OpenROAD report gives the critical path a required time of 6000 ps. Relative to the synthesized area, the layout overhead comes to 153%. Counting distinct cell types in the post-synthesis netlist gives 57. STA classifies the critical path startpoint as an input pin. The worst-path maximum fanout is 32.

After synthesis, flip-flops and latches occupy 0% of the total area. The fraction of layout instances using a drive strength above 1 is 8.28%. The run finished with clean final reports. After the flow finishes, the layout carries non-filler instances totaling 1756.

Before placement the cells fill 9.55% of the core. The max-slew violation total from the final report is 0. The tally of clock buffers in the finished layout is 0.

The count of synthesis-stage warnings from yosys is 1. The core region is 44500 um2. The number of global-route vias before repair was 9577. The total setup buffers inserted after CTS is 0. The worst setup path is captured at an output port. The relative slew slack is 38.7%.

Setup repair after global routing left no endpoint under its margin. The share of the synthesized area in the top cell type is 21.4%. The routed wirelength on the met1 layer is recorded as 26900 um.

The final-layout worst hold slack is 4250 ps. The initial antenna violation count is 8. After synthesis, the cell types taking the most area are a22oi_1, nand3_1, a222oi_1, mux2_2, a22o_1. The number of DRC markers in iteration 0 is 734. The share of the cycle needed by the critical path after routing is 89.4%. The estimated wirelength of the detail-placed design is 54200 um. The routability congestion estimate is 0.944.

The report lists the number of cells resized after CTS as 0. The vertical die dimension reported for this design is 233 um. The type of the worst setup path is input pin to output port. In this run the VDD rail shows a maximum IR drop of 36.7 uV. The transition at the pin with the smallest max-transition slack is 920 ps. The overall routing resource usage is 22.7%. The average vias per placed instance is 5.00.

The iteration count recorded for the first detailed-route pass is 7. The most common cell in the synthesized netlist is a22oi_1. In the detailed route, the total length drawn on met2 is 31700 um.

The total instance count after detailed placement is 1752. The chip area line in the Yosys stat output reads 4250 um2. The number of buffers inserted by hold repair at cts is 0. Endpoints failing hold in the final report were tallied at 0. The synthesized area divided by synthesized cell count is 6.74 um2. The arrival time of data at the critical path endpoint is 5200 ps. The buffer_ports step reported a buffer count of 567. The class of the tightest hold or removal check is input pin to output port. The die footprint is 54300 um2. The area used by sequential logic in the layout is 0 um2. The number of maximum-capacitance constraint violations is 0. The static leakage is 3.48 nW. The largest total area in the synthesized netlist belongs to a22oi_1. The antenna violation net count after detailed routing is 0.
## worst max-delay path, cell delays in order
cell and delay (ps):
buf_2 610, and4bb_2 540, buf_4 330, nand3_1 120, nand4_1 130, or4_1 590, nor4_1 500, buf_4 210
nand3_1 140, clkdlybuf4s50_1 480
## cell usage in the layout (no fill, tap or decap), types with 4 or more instances in the layout
master,n
and2_1,4
and4b_2,4
o211ai_1,8
nor4_1,12
clkdlybuf4s50_1,563
mux2i_1,4
a32oi_1,20
a221oi_1,14
nand2_1,20
buf_4,46
nor2_1,15
o22ai_1,13
nand3_1,90
a31oi_1,14
a222oi_1,25
a21oi_1,20
and3_1,8
a22oi_1,121
nor3_1,10
a22o_1,26
diode_2,4
o21ai_0,15
mux2_2,21
nand4_1,20
nor2b_1,8
buf_2,4
## per-layer routing
metal,vias to the layer above,global-route usage (%)
met4,6,1.38
li1,3788,-
met1,4388,29.0
met5,-,0
met2,561,39.4
met3,45,6.02
## cell families after synthesis
family,Yosys count,share of synthesized area (%)
AND/OR/NAND/NOR,219,29.8
buffers and inverters,89,9.80
AND-OR/OR-AND,297,53.6
multiplexers,26,6.86
## path summary, 6_finish.rpt
path	from	end	slack, ps	cells after the start
hold / removal	start_byte[2]	OUT[2]	4250	6
setup / recovery	SEL[1]	OUT[4]	800	10
## stage by stage
step | setup WS (ps) | cell area (um2) | total power, mW | util [%]
floorplan | 3080 | 4250 | 0.116 | -
global placement | 704 | 10700 | 0.547 | 24.1
detailed placement | 720 | 10700 | 0.544 | 24.1
CTS | 711 | 10700 | 0.547 | 24.1
global route | 616 | 10700 | 0.570 | 24.1
finish | 795 | 10800 | 0.546 | 24.2
## final cells by class
class,instances,area (um2),area share (%)
antenna,4,10.0,0.0931
inverter,3,11.3,0.105
multi-input combinational,542,3950,36.7
tap,592,741,6.89
timing repair buffer,615,6040,56.2
## power by group
part	switching, mW	leakage, nW	internal [mW]
logic	0.214	3.48	0.332
registers	0	0	0
clock network	0	0.0000254	0.0000000715
total	0.214	3.48	0.332
No activity file was given, so power comes from the tool's default toggle rates.
