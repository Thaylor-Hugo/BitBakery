===== /design/flow/run.sh =====
#!/bin/bash
# OpenROAD 26Q1-2900-gdf79404cd8, Yosys 0.63+post, stock flow scripts
make -C /OpenROAD-flow-scripts/flow DESIGN_CONFIG=/design/flow/config.mk WORK_HOME=/design/flow/orfs finish

===== /design/flow/config.mk =====
export PLATFORM = sky130hd
export DESIGN_NAME = mock_hcsr04
export DESIGN_NICKNAME = mock_hcsr04
export VERILOG_FILES = /design/flow/design.v
export SDC_FILE = /design/flow/constraint.sdc
export NUM_CORES = 4
export LEC_CHECK = 1
export CORE_AREA = 10 10 90 90
export DIE_AREA = 0 0 100 100

===== /design/flow/constraint.sdc =====
current_design mock_hcsr04

set clk_period 3.5
set clk_io_pct 0.2

create_clock -name clk0 -period $clk_period [get_ports {clock}]

set non_clock_inputs [all_inputs -no_clocks]
set_input_delay [expr $clk_period * $clk_io_pct] -clock clk0 $non_clock_inputs
set_output_delay [expr $clk_period * $clk_io_pct] -clock clk0 [all_outputs]

===== /design/flow/design.v =====
module mock_hcsr04 (
    input wire clock,            
    input wire reset,
    input wire trigger,          
    input wire [1:0] distancia,  
    output reg echo              
);
localparam IDLE         = 3'd0;
localparam WAIT_TRIGGER = 3'd1;
localparam DELAY        = 3'd2;
localparam ECHO_PULSE   = 3'd3;
reg [2:0] estado;
reg [11:0] contador;
reg [11:0] echo_duration;
wire [11:0] duracao_1cm  = 12'd58;    
wire [11:0] duracao_6cm  = 12'd348;   
wire [11:0] duracao_10cm = 12'd580;   
wire [11:0] duracao_14cm = 12'd812;   
localparam SENSOR_DELAY = 12'd150;    
initial begin
    estado = IDLE;
    echo = 1'b0;
    contador = 12'd0;
    echo_duration = duracao_1cm;
end
always @(*) begin
    case (distancia)
        2'b00: echo_duration = duracao_1cm;
        2'b01: echo_duration = duracao_6cm;
        2'b10: echo_duration = duracao_10cm;
        2'b11: echo_duration = duracao_14cm;
        default: echo_duration = duracao_1cm;
    endcase
end
always @(posedge clock or posedge reset) begin
    if (reset) begin
        estado <= IDLE;
        echo <= 1'b0;
        contador <= 12'd0;
    end
    else begin
        case (estado)
            IDLE: begin
                echo <= 1'b0;
                contador <= 12'd0;
                if (trigger) begin
                    estado <= WAIT_TRIGGER;
                end
            end
            WAIT_TRIGGER: begin
                if (!trigger) begin
                    estado <= DELAY;
                    contador <= 12'd0;
                end
            end
            DELAY: begin
                if (contador < SENSOR_DELAY) begin
                    contador <= contador + 1'b1;
                end
                else begin
                    estado <= ECHO_PULSE;
                    contador <= 12'd0;
                    echo <= 1'b1;
                end
            end
            ECHO_PULSE: begin
                if (contador < echo_duration) begin
                    contador <= contador + 1'b1;
                    echo <= 1'b1;
                end
                else begin
                    echo <= 1'b0;
                    estado <= IDLE;
                    contador <= 12'd0;
                end
            end
            default: begin
                estado <= IDLE;
                echo <= 1'b0;
                contador <= 12'd0;
            end
        endcase
    end
end
endmodule

==> impl_metrics.tcl <==
# implementation run metrics
set metrics [dict create \
    status "completed" \
    track_usage_pct 4.632 \
    top_layer_used "met4" \
    dp_hpwl_um 1677 \
    finalHoldViolCount 0 \
    clock_path_buffers 2 \
    firstDrtPassIters 4 \
    core_area_mm2 0.006277 \
    dr_wl_met2_um 1012 \
    ys_sh_simple_pct 23.23 \
    dieArea_mm2 0.01000 \
    fp.dieH_um 100 \
    enable_flop_cells 0 \
    r2r-start "contador[3]" \
    period_needed_ps 3065 \
    yosysWarnings 1 \
    fp_util_pct 17.16 \
    cts_made_buffers 3 \
    yosys-stat-area_mm2 0.001077 \
    yosysMostFrequentCell "ha_1" \
    finalPower_mw 0.6400 \
    grt_setup_unrepaired "no" \
    path_max_fanout 5 \
    pre_cts_slack_ps 194.3 \
    clk_pin_slew_ps 60 \
    ys_top_logic_family "simple AND/OR/NAND/NOR gates" \
    cts-hold-fix-buffers 0 \
    area_leaders "dfrtp_1 35%, ha_1 19%, o21ai_0 5.6%, nand2_1 4.9%, nor2_1 4.5%" \
    vias 871 \
    maxCapViolCount 0 \
    cts_tree "yes" \
    layout_setup_ws_ps 434.9 \
    synthXorXnorAreaFrac_pct 0 \
    endpoint "contador[10]" \
    drt-initial-drc-count 48 \
    area.growth.synth_to_final_pct 17.31 \
    wl_per_cell_um 10.66 \
    grt_pass1_wl_um 3946 \
    cts_setup_buffers 0 \
    crit_start "distancia[1]" \
    critPathBufInv 3 \
    io_buffer_count 5 \
    r2r_cells 6 \
    yosys-mux-area-fraction_pct 1.974 \
    synth-adder-area-share_pct 18.58 \
    place_congestion 0.8288 \
    ant_nets 0 \
    post-route-period-util_pct 87.57 \
    synth_top_area_share_pct 34.84 \
    clkLatencyLatePin_ps 240 \
    cts_num_sinks 15 \
    critPathCaptureType "flip-flop" \
    crit_family "AND-OR/OR-AND gates" \
    arrival_ps 3200 \
    overflow 0 \
    rrSetupSlack_ps 1230 \
    num_antenna_cells 0 \
    max_stage_delay_ps 540 \
    regArea_um2 375.4 \
    yosysTopAreaCell "dfrtp_1" \
    htreeDepth 1 \
    worst-path-stages 10 \
    rr_endpoint "contador[10]" \
    setup_tns_ps 0 \
    tightest_slew_ps 604.6 \
    flop_cell "dfrtp_1" \
    ios 6 \
    cp_slowest_cell "clkdlybuf4s50_1" \
    path_class "input port to flip-flop" \
    die_w_um 100 \
    first_global_vias 882 \
    finalClockSkew_ps 2.637 \
    cts-resized-gates 0 \
    finalSetupViolCount 0 \
    relSlewSlack_pct 59.65 \
    grt_max_degree 16 \
    netlist_top_cells_count "16 x ha_1, 15 x dfrtp_1, 14 x nand2_1, 13 x nor2_1, 12 x o21ai_0" \
    warnings 32 \
    ys_seq_elements 15 \
    rows 29 \
    path_cells "clkdlybuf4s50_1 > inv_1 > ha_1 > inv_1 > ha_1 > a211oi_1 > a21oi_1 > a211oi_2 > nor2_1 > o41ai_2" \
    combGateArea_um2 659.4 \
    fillers 682 \
    final_layout_size_suffix_gt1_share_pct 5.344 \
    p_per_area_mw_per_mm2 506.4 \
    ir_drop_uv 368.8 \
    yosys.area_share.aoi_pct 17.42 \
    max_clock_freq_ghz 0.3263 \
    dr_wl_met3_um 104 \
    hold_path_class "flip-flop to flip-flop" \
    syn_inst 124 \
    wl_met1_um 1078 \
    clock-root-buffer "clkbuf_8" \
    synthesis.area_mm2 0.001077 \
    synthArstFlopShare_pct 100.0 \
    yosys.cell_types.count 28 \
    syn_area_per_cell_um2 8.688 \
    grt_antenna_before_repair 0 \
    p_leak_nw 0.5603 \
    via_per_inst 4.188 \
    ys_seq_share_pct 34.84 \
    postPlaceCellArea_mm2 0.001219 \
    wl_um 2217 \
    ys_cells 124 \
    startpoint_type "input port" \
    stdcell_area_mm2 0.001264 \
    remaining_drc_errors 0 \
    maxSlewViolCount 0 \
    hold_path_depth 2 \
    worstPathRequired_ps 3640 \
]
where the power goes:
group / leakage [nW] / internal, mW / switching (mW) / total (mW)
clock: 0.0228 / 0.0805 / 0.0558 / 0.136
sequential: 0.201 / 0.205 / 0.0302 / 0.235
combinational: 0.336 / 0.114 / 0.155 / 0.269
layout make-up:
class                           instances  share of cell area, %
Clock buffer                            4                  3.564
Inverter                                8                  2.376
Multi-Input combinational cell         98                  52.18
Sequential cell                        15                  29.70
Tap cell                               77                  7.624
Timing Repair Buffer                    6                  4.554
cell families after synthesis:
kind of cell	Yosys count
AND/OR/NAND/NOR	53
AND-OR/OR-AND	27
adder cells (fa/ha/maj)	16
flip-flops	15
buffers and inverters	11
multiplexers	2
routing by layer:
layer	up-vias	GRT usage [%]
met5	-	0
met4	0	0.4348
met3	2	1.249
met2	17	7.865
met1	394	5.973
li1	458	-
stage by stage:
step | instances | util (%) | hold WS [ps]
floorplan | 124 | - | 449.0
global placement | 204 | 19.41 | 466.0
detailed placement | 204 | 19.41 | 466.7
CTS | 208 | 20.13 | 481.2
global route | 208 | 20.13 | 506.6
finish | 208 | 20.13 | 478.2
tightest hold or removal path: cells and delay by family, from the launching register on:
family	cells	cell delay (ps)
flops	1	340
simple gates	1	60
compound gates	1	50
cell usage in the layout, fill, tap and decap left out, drive strengths merged, types with 2 or more instances in the layout:
cell / count
a211oi: 3
a21oi: 3
a2bb2oi: 2
and3: 4
clkbuf: 4
clkdlybuf4s50: 5
dfrtp: 15
ha: 16
inv: 8
nand2: 14
nand2b: 2
nand3: 9
nor2: 13
nor3: 7
o21ai: 12
o31ai: 2
how the worst min path moves through the flow:
stage | slack, ps | start | end
after CTS | 480 | contador[10] | contador[10]
final | 480 | contador[10] | contador[10]
after global routing | 510 | contador[10] | contador[10]
sequential cells by signal, indices dropped and copies added, names as in the netlist:
name / count
contador: 12
estado: 2
echo: 1
Power figures rest on the tool's default switching activity, not on a simulated workload.
